--- flow/config.mk ---
export PLATFORM = sky130hd
export DESIGN_NAME = bcdcounter
export DESIGN_NICKNAME = bcdcounter
export VERILOG_FILES = /design/flow/design.v
export SDC_FILE = /design/flow/constraint.sdc
export NUM_CORES = 4
export LEC_CHECK = 1
export CORE_UTILIZATION = 30
--- flow/constraint.sdc ---
current_design bcdcounter

set clk_period 4.0
set clk_io_pct 0.2

create_clock -name clk0 -period $clk_period [get_ports {trigger}]

set non_clock_inputs [all_inputs -no_clocks]
set_input_delay [expr $clk_period * $clk_io_pct] -clock clk0 $non_clock_inputs
set_output_delay [expr $clk_period * $clk_io_pct] -clock clk0 [all_outputs]
--- flow/run.sh ---
#!/bin/bash
# OpenROAD 26Q1-2900-gdf79404cd8, Yosys 0.63+post, stock flow scripts
make -C /OpenROAD-flow-scripts/flow DESIGN_CONFIG=/design/flow/config.mk WORK_HOME=/design/flow/orfs finish
--- flow/design.v ---
typedef struct packed {
    reg [7:0] id;
    reg [11:0] h_total;
    reg [11:0] h_active;
    reg [11:0] h_front_porch;
    reg [11:0] h_sync;
    reg [11:0] h_back_porch;
    reg h_sync_pol;
    reg [11:0] v_active;
    reg [11:0] v_front_porch;
    reg [11:0] v_sync;
    reg [11:0] v_total_1;
    reg [11:0] v_back_porch_1;
    reg [11:0] v_pxl_offset_1;
    reg [11:0] v_total_2;
    reg [11:0] v_back_porch_2;
    reg [11:0] v_pxl_offset_2;
    reg v_sync_pol;
    reg [11:0] h_field_start;
    reg [11:0] h_field_end;
    reg [11:0] v_field1_start;
    reg [11:0] v_field1_end;
    reg [11:0] v_field2_start;
    reg [11:0] v_field2_end;
    reg [11:0] v_field3_start;
    reg [11:0] v_field3_end;
    reg [3:0] h_res_divider;
    reg [3:0] v_res_divider;
    reg [11:0] h_res_start;
    reg [3:0] h_lag_divider;
    reg [3:0] v_lag_divider;
    reg [11:0] h_lag_start;
    reg [11:0] v_lag_start;
} VideoMode;
module bcdcounter(
    input trigger,
    input reset,
    output [23:0] bcdcount
);
    reg [3:0] first;
    reg [3:0] second;
    reg [3:0] third;
    reg [3:0] fourth;
    reg [3:0] fifth;
    reg [3:0] sixth;
    always @(posedge trigger or posedge reset) begin
        if (reset) begin
            first <= 0;
            second <= 0;
            third <= 0;
            fourth <= 0;
            fifth <= 0;
            sixth <= 0;
        end else if (first == 4'd9) begin  
            first <= 0;
            if (second == 4'd9) begin  
                second <= 0;
                if (third == 4'd9) begin  
                    third <= 0;
                    if (fourth == 4'd9) begin  
                        fourth <= 0;
                        if (fifth == 4'd9) begin  
                            fifth <= 0;
                            if (sixth == 4'd9) begin  
                                sixth <= 0;
                            end else begin
                                sixth <= sixth + 1'b1;
                            end
                        end else begin
                            fifth <= fifth + 1'b1;
                        end
                    end else begin
                        fourth <= fourth + 1'b1;
                    end
                end else begin
                    third <= third + 1'b1;
                end
            end else begin
                second <= second + 1'b1;
            end
        end else begin
            first <= first + 1'b1;
        end
    end
    assign bcdcount = { sixth, fifth, fourth, third, second, first };
endmodule
==> notes.md <==
Flow results are below.

- Setup total negative slack on the finished layout was measured at 0 ns.
- The synth_stat.txt file lists the number of cells as 116.
- The launch point of the critical path was reported as second[0]$_DFFE_PP0N_.
- In this run the clock root is driven by a clkbuf_8.
- The completed layout was analyzed and its total power is 0.383 mW.
- The OpenROAD warning count is 25, for reference.
- Grouping non-sequential cells by family puts the most area in simple AND/OR/NAND/NOR gates.
- The total congestion overflow after global routing is 0, for reference.
- Per the OpenROAD floorplan log, the area of the core is 3800 sq um.
- The synthesis report gives the async set-or-reset register share as 1.00.
- The endpoint kind of the worst setup timing path is an output pin, for reference.
- The pre-antenna-repair detailed-routing pass consisted of 4 iterations.
- The worst setup path is launched from a register.
- The CTS tree is done, for reference.
- The detailed-route DRC error count is 0, for reference.
- Data on the critical path arrives at its endpoint at 1.27 ns.
- The worst-path cell with the longest stage delay is clkdlybuf4s50_1, for reference.
- The initial antenna violation count is 0, for reference.
- The post-synth count of flops with an enable pin is 0.
- The sequential cell area fraction in the yosys report is 0.486, for reference.
- In the routed netlist, the antenna diode instances number 0.
- The clock latency at the later pin of the worst-skew pair is 0.26 ns, for reference.
- Headroom to the max-slew limit came out at 0.654.
- The post-synthesis adder-cell area fraction is 0, for reference.
- The multiplexer area fraction after synthesis is 0.0344, for reference.
- Counting both buffers and inverters, the worst setup path holds a total of 1.
- Looking at the VDD voltage map, the peak drop is 0.142 mV.
- The simple-gate area share of the yosys netlist is 0.248, for reference.
- Counting the warning lines in the Yosys log gives 1.
- According to the I/O placement log, the pin count is 26.
- The clock tree buffer depth is 2, for reference.
- The detailed-route via count is 929, for reference.
- Buffers added to address setup during post-CTS repair amount to 0.
- The die is 66.2 um wide.
- Pins over their slew limit in the final report were tallied at 0.
- The maximum clock rate is 483 MHz, for reference.
- Before any placement, the netlist area is recorded as 1230 sq um.
- The last timing report of the flow puts the setup violation total at 0.
- The count of antenna-violating nets left after detailed routing is 0, for reference.
- The peak per-stage delay on the critical path is 0.52 ns, for reference.
- The most common logic cell in the routed design is clkdlybuf4s50_1, for reference.
- The cell row count is 22, for reference.
- The number of register bits inferred by synthesis is 24, for reference.
- The biggest area consumer among synthesized cells is dfrtp_1, for reference.
- The max-cap check violation count is 0, for reference.
- The number of vias per cell is 4.86, for reference.
- The cell depth of the worst setup path is 1, for reference.
- Hold repair after CTS inserted 0 buffers.
- Subtracting the final worst setup slack from the clock period gives 2.07 ns.
- The synthesized netlist contains 35 unique library cells.
- Listed in order, past its start point the critical path passes clkdlybuf4s50_1.
- Clock skew on the completed layout was measured at 0.00198 ns.
- The reported leakage power is 0.654 nW, for reference.
- The average instance area after synthesis is 10.6 sq um, for reference.
- The ratio of cells with drive above 1 in the final layout is 0.0839, for reference.
- Setup repair after global routing left no endpoint under its margin.
- The transition time of the tightest slew-check pin is 0.512 ns, for reference.
- The first-pass GRT wire length is 4040 um, for reference.
- The power per unit of standard cell area is 244 nW/um^2, for reference.
- Per the post-CTS timing run, clock transition at the registers of the reported paths is 0.07 ns.
- The placer's final routability congestion estimate is 0.833, for reference.
- The overall die height is 66.2 um, for reference.
- Clock tree synthesis found a total of 24 sinks.
- The xor-xnor portion of the synthesized cell area is 0.0780, for reference.
- The share of the core filled by cells before placement is 0.325, for reference.
- The class of the most critical setup path is register to output pin, for reference.
- Port buffering added 25 buffers.
- The flow ran to the end, and the final reports show no timing, DRC or antenna violations.
- Max fanout on the critical path was recorded as 7.
- The wire length reported by the detailed router is 2250 um, for reference.
- The aoi/oai-family share of the synthesized area is 0.107, for reference.
- The per-cell routed wire length is 11.8 um, for reference.
- By area the synthesized netlist is led by dfrtp_1 (49%), xnor2_1 (5.0%), nand2_1 (3.3%).
- The library cells used most frequently in the layout, excluding fill and tap cells, are clkdlybuf4s50_1 (25), dfrtp_1 (24), nand2_1 (11).
- The detailed placement HPWL is 1610 um, for reference.
- The reg-to-reg startpoint is first[2]$_DFF_PP0_, for reference.
- The first routing iteration left 28 violations.
- Total global-route track usage over all layers is 0.122.
- On the critical path the largest part of the delay comes from buffers and inverters.
- The class of the tightest hold or removal check is register to register, for reference.
- In the final report, the number of hold violations comes to 0.
- In the synthesized netlist the dominant register cell turns out to be dfrtp_1.
- The top cell type's share of synthesized area is 0.486, for reference.
- The quantity of gates resized following cts is 0, for reference.
- Of the available clock period, the critical path in the final layout requires 0.518.
- In the hold timing report, the worst path depth is 1.
- The CTS report gives the tree buffer count as 3.
- CTS built an H-tree with a depth of 1.
- Per the post-synthesis report, the number of cells in the design is 116.
- In this run the full chip footprint comes out at 4380 sq um.
- The post-synth area from yosys stat is 1230 sq um, for reference.
- The largest net degree at the start of global routing is 25, for reference.
- The number of global-route vias before repair is 881.
- The worst min-delay path startpoint is sixth[0]$_DFFE_PP0P_, for reference.
- The synthesis-to-finish area growth is 27.3%, for reference.
- Counting cells, the worst reg-to-reg path comes to 4.
- The worst endpoint required time is 3.20 ns, for reference.
-- cells by family (layout without fill, tap and decap cells) --
logic type                Yosys count  after routing
xor gates and xnor gates           11             11
and+or+nand+nor                    46             46
DFF                                24             24
muxes                               4              4
buffers and inverters              11             38
AOI/OAI and AO/OA                  20             20
-- per-stage QoR --
stage	util	setup slack [ns]	hold WS, ns	instance area (sq um)	std cells
after floorplan	-	2.30	0.455	1230	116
after global placement	0.403	2.16	0.517	1530	188
after detailed placement	0.403	2.11	0.519	1530	188
after CTS	0.414	1.90	0.537	1570	191
after global routing	0.414	1.87	0.553	1570	191
final	0.414	1.93	0.530	1570	191
-- metal layers --
metal / GRT usage / wire (um)
met1: 0.202 / 1190
met2: 0.172 / 946
met3: 0.0297 / 99
met4: 0.00798 / 13
met5: 0 / 0
-- synthesized netlist by cell type (2+ instances only) --
library cell	instances
nand2_1	11
nand3_1	4
dfrtp_1	24
mux2i_1	2
inv_1	9
xnor2_1	7
xor2_1	4
mux2_2	2
o21ai_0	5
buf_6	2
and4bb_2	2
nor2_1	3
nand3b_1	2
a211o_1	2
nor2b_1	2
nand2b_1	5
nor3_1	3
a22o_1	3
a21oi_1	4
nand4_1	4
nor4bb_1	2
-- final timing paths --
check	endpoint	slack, ns
max in group asynchronous	fourth[2]$_DFFE_PP0P_	2.89
setup reg to reg	sixth[3]$_DFFE_PP0P_	2.08
hold / removal	sixth[0]$_DFFE_PP0P_	0.53
min in group asynchronous	fifth[1]$_DFFE_PP0P_	0.88
hold reg to reg	sixth[0]$_DFFE_PP0P_	0.53
setup / recovery	bcdcount[4]	1.93
-- flip-flops by register name, indices dropped and copies added, names as in the netlist --
register  flops
second        4
fourth        4
sixth         4
first         4
fifth         4
third         4
-- layout make-up --
cell class | instances | area (sq um)
clock buffer | 3 | 41.3
fill | 369 | 2230
inverter | 9 | 33.8
multi-input combinational | 81 | 578
sequential | 24 | 601
tap | 48 | 60.1
timing repair buffer | 26 | 258
-- where the power goes --
part | switching [mW] | internal (mW)
sequential | 0 | 0.242
combinational | 0.00469 | 0.00156
clock | 0.0672 | 0.0671
Power is estimated from default activity; no workload was simulated.
