==> ./design.v <==
typedef struct packed {
    reg [7:0] id;
    reg [11:0] h_total;
    reg [11:0] h_active;
    reg [11:0] h_front_porch;
    reg [11:0] h_sync;
    reg [11:0] h_back_porch;
    reg h_sync_pol;
    reg [11:0] v_active;
    reg [11:0] v_front_porch;
    reg [11:0] v_sync;
    reg [11:0] v_total_1;
    reg [11:0] v_back_porch_1;
    reg [11:0] v_pxl_offset_1;
    reg [11:0] v_total_2;
    reg [11:0] v_back_porch_2;
    reg [11:0] v_pxl_offset_2;
    reg v_sync_pol;
    reg [11:0] h_field_start;
    reg [11:0] h_field_end;
    reg [11:0] v_field1_start;
    reg [11:0] v_field1_end;
    reg [11:0] v_field2_start;
    reg [11:0] v_field2_end;
    reg [11:0] v_field3_start;
    reg [11:0] v_field3_end;
    reg [3:0] h_res_divider;
    reg [3:0] v_res_divider;
    reg [11:0] h_res_start;
    reg [3:0] h_lag_divider;
    reg [3:0] v_lag_divider;
    reg [11:0] h_lag_start;
    reg [11:0] v_lag_start;
} VideoMode;
module Binary_to_BCD(
   input                         i_Clock,
   input [INPUT_WIDTH-1:0]       i_Binary,
   input                         i_Start,
   output [DECIMAL_DIGITS*4-1:0] o_BCD,
   output                        o_DV
);
    parameter INPUT_WIDTH = 16;
    parameter DECIMAL_DIGITS = 4;
  parameter s_IDLE              = 3'b000;
  parameter s_SHIFT             = 3'b001;
  parameter s_CHECK_SHIFT_INDEX = 3'b010;
  parameter s_ADD               = 3'b011;
  parameter s_CHECK_DIGIT_INDEX = 3'b100;
  parameter s_BCD_DONE          = 3'b101;
  reg [2:0] r_SM_Main = s_IDLE;
  reg [DECIMAL_DIGITS*4-1:0] r_BCD = 0;
  reg [INPUT_WIDTH-1:0]      r_Binary = 0;
  reg [DECIMAL_DIGITS-1:0]   r_Digit_Index = 0;
  reg [7:0]                  r_Loop_Count = 0;
  wire [3:0]                 w_BCD_Digit;
  reg                        r_DV = 1'b0;                       
  always @(posedge i_Clock)
    begin
      case (r_SM_Main) 
        s_IDLE :
          begin
            r_DV <= 1'b0;
            if (i_Start == 1'b1)
              begin
                r_Binary  <= i_Binary;
                r_SM_Main <= s_SHIFT;
                r_BCD     <= 0;
              end
            else
              r_SM_Main <= s_IDLE;
          end
        s_SHIFT :
          begin
            r_BCD     <= r_BCD << 1;
            r_BCD[0]  <= r_Binary[INPUT_WIDTH-1];
            r_Binary  <= r_Binary << 1;
            r_SM_Main <= s_CHECK_SHIFT_INDEX;
          end          
        s_CHECK_SHIFT_INDEX :
          begin
            if (r_Loop_Count == INPUT_WIDTH-1)
              begin
                r_Loop_Count <= 0;
                r_SM_Main    <= s_BCD_DONE;
              end
            else
              begin
                r_Loop_Count <= r_Loop_Count + 1'b1;
                r_SM_Main    <= s_ADD;
              end
          end
        s_ADD :
          begin
            if (w_BCD_Digit > 4)
              begin                                     
                r_BCD[(r_Digit_Index*4)+:4] <= w_BCD_Digit + 2'd3;  
              end
            r_SM_Main <= s_CHECK_DIGIT_INDEX; 
          end       
        s_CHECK_DIGIT_INDEX :
          begin
            if (r_Digit_Index == DECIMAL_DIGITS-1)
              begin
                r_Digit_Index <= 0;
                r_SM_Main     <= s_SHIFT;
              end
            else
              begin
                r_Digit_Index <= r_Digit_Index + 1'b1;
                r_SM_Main     <= s_ADD;
              end
          end
        s_BCD_DONE :
          begin
            r_DV      <= 1'b1;
            r_SM_Main <= s_IDLE;
          end
        default :
          r_SM_Main <= s_IDLE;
      endcase
    end  
  assign w_BCD_Digit = r_BCD[r_Digit_Index*4 +: 4];
  assign o_BCD = r_BCD;
  assign o_DV  = r_DV;
endmodule  
==> ./run.sh <==
#!/bin/bash
# OpenROAD 26Q1-2900-gdf79404cd8, Yosys 0.63+post, stock flow scripts
make -C /OpenROAD-flow-scripts/flow DESIGN_CONFIG=/design/flow/config.mk WORK_HOME=/design/flow/orfs finish
==> ./config.mk <==
export PLATFORM = sky130hd
export DESIGN_NAME = Binary_to_BCD
export DESIGN_NICKNAME = Binary_to_BCD
export VERILOG_FILES = /design/flow/design.v
export SDC_FILE = /design/flow/constraint.sdc
export NUM_CORES = 4
export LEC_CHECK = 1
export CORE_UTILIZATION = 40
==> ./constraint.sdc <==
current_design Binary_to_BCD

set clk_period 4.6
set clk_io_pct 0.2

create_clock -name clk0 -period $clk_period [get_ports {i_Clock}]

set non_clock_inputs [all_inputs -no_clocks]
set_input_delay [expr $clk_period * $clk_io_pct] -clock clk0 $non_clock_inputs
set_output_delay [expr $clk_period * $clk_io_pct] -clock clk0 [all_outputs]
==> metrics.cfg <==
[run_status]
result_of_the_run=completed

[setup_path]
worst_ep_arrival_time_ns=2.56
timing.critical_path.fanout_max=11
critPathLaunch=r_Digit_Index[0]
timing.rr.end=r_BCD[2]
critPathCapture=r_BCD[2]
critPathKind=flip-flop to flip-flop
timing.critical_path.to_type=flip-flop
r2r-start=r_Digit_Index[0]
rr_worst_depth=6
timing.critical_path.from_type=flip-flop
worst-endpoint-required_ns=4.66
reg2reg_setup_slack_ns=2.10

[pwr]
clock_power_share_pct=13.6
comb_power_share_pct=38.1
power_density_nw_per_um2=635
vdd_ir_drop_max_v=0.000346
power.switching_uw=674
p_seq_share_pct=48.2
p_leak_uw=0.00108
design_power_total_uw=1970
switching_share_pct=34.2
p_int_uw=1300

[global_routing]
grt_pass1_vias=1677
grt-busiest-layer=met1
grt_first_pass_wirelength_um=8270
gr-usage-met1_pct=31.0
grt.total_usage_pct=17.2
largest_net_degree_at_the_start_of_global_routing=28
global_route.overflow_total=0
groute.layer.met2.usage_pct=23.5
grt.met3_usage_pct=3.46
antenna_found_initial=0

[timing]
timing.clock.skew_ns=0.00503
hold-worst-slack_ns=0.535
timing.fmax_mhz=400
max_slew_margin_pct=52.6
final_period_minus_worst_setup_slack_ns=2.50
worstMarginPinSlew_ns=0.709
timing.final.hold_violations=0
grt_setup_unrepaired=false
maxSlewViolCount=0
fin_crit_sh_pct=54.3
setup_viol=0
tns_ns=0

[finish]
final_cells=328
fillerInstances=535
share_of_post_route_cells_with_drive_strength_above_1_pct=17.0
postLayoutCellArea_um2=3110
layout-area-overhead-vs-synth_pct=19.8

[placed_design]
post-place-cells=320
gp_routability_congestion=0.810
dpl.hpwl_um=3500
place.port_buffers=34
total_cell_area_at_the_placement_stage_um2=3010

[route]
ant_nets=0
wire_per_inst_um=15.5
wl_um=5090
detail_route.iter0.violations=84
drt-pass1-iter-count=4
n_antenna_cell=0
routed_via_density=5.35
drc=0
vias=1756

[die]
placeableCoreArea_um2=6100
die_w_um=82.5
die_h_um=82.5
placement_rows=28
core_util_floorplan_pct=42.5
io_pins=35
die_area_um2=6810

[synthesis]
async_flop_share_pct=0
synth.top_cell.area_share_pct=52.1
yosys.stat.seqShare_pct=54.4
yosys.area.top_type=sky130_fd_sc_hd__edfxtp_1
synth.cell_area_um2=2590
synthTopCellsByArea=sky130_fd_sc_hd__edfxtp_1, sky130_fd_sc_hd__mux2_2, sky130_fd_sc_hd__o21ai_0, sky130_fd_sc_hd__nand2_1, sky130_fd_sc_hd__ha_1
top_cells_by_count=sky130_fd_sc_hd__edfxtp_1, sky130_fd_sc_hd__nand2_1, sky130_fd_sc_hd__o21ai_0
yosys.cell_count.top_type=sky130_fd_sc_hd__edfxtp_1
synth-edff-count=45
ys_chip_area_um2=2590
numSynthFlops=48
dominant_synthesized_flop_cell=sky130_fd_sc_hd__edfxtp_1
yosys-stat-cells=218
netlist-cell-type-count=42
yosysWarningCount=1
synthesis.area_per_instance_um2=11.9
postSynthCellCount=218

[clocking]
clk_transition_reported_paths_ns=0.09
post_cts.resized_instances=0
cts_inserted_buffers=5
cts_root_buffer=sky130_fd_sc_hd__clkbuf_8
clkLatencyLatePin_ns=0.30
post-cts-setup-buffer-count=0
cts_max_level=2
postCtsHoldBufs=0
cts.path.max_buffers=2
sink_count_of_the_clock_tree=48
clock_tree_from_tritoncts=yes

[job]
maxCapViolCount=0
openroad.warnings=27

[hold_path]
worstHoldPathType=flip-flop to flip-flop

-- cell usage in the layout, fill, tap and decap left out, drive strengths merged, types with 2 or more instances in the layout --
cell            n
nand3           7
a21oi           5
clkdlybuf4s50  34
nor2           17
dfxtp           3
clkbuf          6
a32oi           3
nand2b          3
nor3b           6
mux2           17
mux2i           6
inv             7
o21ai          22
ha              6
mux4            3
edfxtp         45
xor2            4
xnor2           4
buf             3
nor2b           4
nand2          21
clkinvlp        2
nor3           10
-- registers in the layout (all words and copies together) (netlist names) --
signal         cells
r_Digit_Index      4
r_Loop_Count       8
r_BCD             16
r_Binary          16
r_SM_Main          3
r_DV               1
-- critical path, stage by stage, from the launching register on --
cell	delay [ns]
sky130_fd_sc_hd__edfxtp_1	0.64
sky130_fd_sc_hd__inv_1	0.22
sky130_fd_sc_hd__ha_1	0.38
sky130_fd_sc_hd__nor4b_1	0.31
sky130_fd_sc_hd__nand4_1	0.31
sky130_fd_sc_hd__a32oi_1	0.30
sky130_fd_sc_hd__o21ai_1	0.08
-- routing by layer --
metal | share of wire, % | wire length, um | up-vias
met2 | 43 | 2190 | 35
met1 | 52 | 2620 | 837
met5 | 0 | 0 | -
li1 | - | - | 876
met4 | 1.4 | 71 | 0
met3 | 4.1 | 208 | 8
-- power groups by stage --
stage         registers (uW)  logic (uW)  clock network (uW)
CTS                      954         761                 281
global route             986         833                 296
finish                   951         752                 269
-- metrics by stage --
stage	setup WS [ns]	util [%]
finish	2.10	50.9
floorplan	2.04	-
CTS	2.10	50.9
detailed placement	2.13	49.3
global placement	2.21	49.3
global route	1.80	50.9
-- cells by family after synthesis --
| kind of cell | share of synthesized area [%] |
|---|---|
| compound gates | 9.70 |
| xor+xnor | 2.70 |
| fa+ha+maj | 2.90 |
| buf+inv | 2.99 |
| flops | 54.4 |
| mux | 12.3 |
| simple gates | 15.0 |
-- worst min-delay path by stage --
stage / startpoint / to / slack [ns] / depth (start not counted)
CTS: r_Binary[15] / r_BCD[0] / 0.54 / 2
global route: r_Binary[15] / r_BCD[0] / 0.56 / 2
finish: r_Binary[15] / r_BCD[0] / 0.53 / 2
-- final cells by class --
class	count	area, um2	share of cell area, %
Sequential cell	48	1410	45.4
Multi-Input combinational cell	153	1110	35.9
Timing Repair Buffer	37	363	11.7
Tap cell	75	93.8	3.02
Clock buffer	6	82.6	2.66
Inverter	7	26.3	0.846
Clock inverter	2	15.0	0.483
Power and IR drop assume default switching activity.
