`design/flow/run.sh`:
```
#!/bin/bash
# OpenROAD 26Q1-2900-gdf79404cd8, Yosys 0.63+post, stock flow scripts
make -C /OpenROAD-flow-scripts/flow DESIGN_CONFIG=/design/flow/config.mk WORK_HOME=/design/flow/orfs finish
```
`design/flow/config.mk`:
```
export PLATFORM = sky130hd
export DESIGN_NAME = timingsgen
export DESIGN_NICKNAME = timingsgen
export VERILOG_FILES = /design/flow/design.v
export SDC_FILE = /design/flow/constraint.sdc
export NUM_CORES = 4
export LEC_CHECK = 1
export CORE_AREA = 10 10 214 214
export DIE_AREA = 0 0 224 224
```
`design/flow/constraint.sdc`:
```
current_design timingsgen

set clk_period 10.1
set clk_io_pct 0.2

create_clock -name clk0 -period $clk_period [get_ports {clock}]

set non_clock_inputs [all_inputs -no_clocks]
set_input_delay [expr $clk_period * $clk_io_pct] -clock clk0 $non_clock_inputs
set_output_delay [expr $clk_period * $clk_io_pct] -clock clk0 [all_outputs]
```
`design/flow/design.v`:
```
typedef struct packed {
    reg [7:0] id;
    reg [11:0] h_total;
    reg [11:0] h_active;
    reg [11:0] h_front_porch;
    reg [11:0] h_sync;
    reg [11:0] h_back_porch;
    reg h_sync_pol;
    reg [11:0] v_active;
    reg [11:0] v_front_porch;
    reg [11:0] v_sync;
    reg [11:0] v_total_1;
    reg [11:0] v_back_porch_1;
    reg [11:0] v_pxl_offset_1;
    reg [11:0] v_total_2;
    reg [11:0] v_back_porch_2;
    reg [11:0] v_pxl_offset_2;
    reg v_sync_pol;
    reg [11:0] h_field_start;
    reg [11:0] h_field_end;
    reg [11:0] v_field1_start;
    reg [11:0] v_field1_end;
    reg [11:0] v_field2_start;
    reg [11:0] v_field2_end;
    reg [11:0] v_field3_start;
    reg [11:0] v_field3_end;
    reg [3:0] h_res_divider;
    reg [3:0] v_res_divider;
    reg [11:0] h_res_start;
    reg [3:0] h_lag_divider;
    reg [3:0] v_lag_divider;
    reg [11:0] h_lag_start;
    reg [11:0] v_lag_start;
} VideoMode;
module timingsgen(
    input clock,
    input VideoMode videoMode,
    output reg [11:0] counterX,
    output reg [11:0] counterY,
    output reg [11:0] visible_counterX,
    output reg [11:0] visible_counterY,
    output reg hsync,
    output reg vsync,
    output reg de,
    output reg state
);
    always @(posedge clock) begin
        if (counterX < videoMode.h_total - 1) begin
            counterX <= counterX + 1'b1;
        end else begin
            counterX <= 0;
            if (counterY < (state ? videoMode.v_total_2 : videoMode.v_total_1) - 1) begin
                counterY <= counterY + 1'b1;
            end else begin
                counterY <= 0;
                state <= ~state;
            end
        end
    end 
    always @(posedge clock) begin
        visible_counterX <= counterX + 1'b1   - (videoMode.h_sync + videoMode.h_back_porch);
        visible_counterY <= counterY - (videoMode.v_sync + (state ? videoMode.v_back_porch_2 : videoMode.v_back_porch_1));
    end
    always @(posedge clock) begin
        if (counterX < videoMode.h_sync) begin
            hsync <= videoMode.h_sync_pol;
        end else begin
            hsync <= ~videoMode.h_sync_pol;
        end
    end
    always @(posedge clock) begin
        if (counterY <= videoMode.v_sync) begin
            if (counterY == 0 && counterX < (state ? videoMode.v_pxl_offset_2 : videoMode.v_pxl_offset_1)
             || counterY == videoMode.v_sync && counterX >= (state ? videoMode.v_pxl_offset_2 : videoMode.v_pxl_offset_1)) begin
                vsync <= ~videoMode.v_sync_pol;
            end else begin
                vsync <= videoMode.v_sync_pol;
            end
        end else begin
            vsync <= ~videoMode.v_sync_pol;
        end
    end
    always @(posedge clock) begin
        if (counterX >= videoMode.h_sync + videoMode.h_back_porch
         && counterY >= videoMode.v_sync + (state ? videoMode.v_back_porch_2 : videoMode.v_back_porch_1)
         && counterX < videoMode.h_sync + videoMode.h_back_porch + videoMode.h_active
         && counterY < videoMode.v_sync + (state ? videoMode.v_back_porch_2 : videoMode.v_back_porch_1) + videoMode.v_active)
        begin
            de <= 1'b1;
        end else begin
            de <= 0;
        end
    end
endmodule
```
==> impl_metrics.json <==
{
  "place_inst": 1628,
  "cts.sinks": 52,
  "final.setup.tns_ns": 0,
  "drtPass1Iterations": 5,
  "grt_pass1_vias": 7154,
  "p_leak_nw": 4.63,
  "port_buffers": 198,
  "dpl.hpwl_um": 22800,
  "crit_slowest_cell": "a2111oi_0",
  "n_antenna_cell": 0,
  "powerDensity_nw_per_um2": 157,
  "ys_chip_area_um2": 7780,
  "pin_count": 379,
  "path_cells": "clkdlybuf4s50_1, ha_1, fa_1, a21o_1, a21oi_1, o211ai_1, a31o_2, a21o_1, xor2_1, ha_1, inv_1, or4_1, o311ai_0, a311oi_1, ha_1, a21o_1, a2111oi_0, o211a_1, o31ai_1, nor4_1",
  "clk_pin_slew_ns": 0.07,
  "fin_cells": 1636,
  "simple_gate_area_share_pct": 16.6,
  "rows": 74,
  "slew_viol_final": 0,
  "cts_setup_buffers": 0,
  "yosys.area_share.xor_xnor_pct": 12.3,
  "die-area_um2": 50200,
  "viasPerCell": 4.42,
  "gp_congestion": 0.873,
  "netlist_area_um2": 7780,
  "cts_buffers": 5,
  "clockBufferDepth": 2,
  "h-tree-depth": 2,
  "grt_max_degree": 32,
  "p_total_mw": 1.66,
  "clock_latency_ns": 0.32,
  "layout_top_cell": "clkdlybuf4s50_1",
  "crit_buf_inv": 2,
  "n_fill_cell": 4308,
  "hold_viol_final": 0,
  "final_layout_size_suffix_gt1_share_pct": 5.07,
  "antenna_found_initial": 2,
  "ys_seq_elements": 52,
  "worst_pin_slew_ns": 0.946,
  "vias": 7236,
  "fin_skew_ns": 0.0174,
  "vdd_drop_max_v": 0.0000912,
  "muxShareOfSynthArea_pct": 4.62,
  "top_area_share_pct": 26.9,
  "hold_class": "register to register",
  "critPathTopFamily": "AND-OR/OR-AND gates",
  "warning_count": 211,
  "initCoreUtil_pct": 19.0,
  "synth.cellmix.compoundShare_pct": 18.9,
  "cp-start-kind": "input pin",
  "outcome": "complete, no violations",
  "synthArstFlopShare_pct": 0,
  "cp.required_ns": 10.32,
  "grt_pass1_wl_um": 40200,
  "route.detailed.drc": 0,
  "top_area_cell": "ha_1",
  "setup_slack_ns": 3.25,
  "slew-limit-headroom_pct": 35.3,
  "yosysWarningCount": 1,
  "dieWidth_um": 224,
  "cts_resized": 0,
  "endpoint_kind": "register",
  "crit_fanout": 4,
  "dp_slack_ns": 2.96,
  "top_cells_by_area": "ha_1, dfxtp_1, xnor2_1",
  "logic_family": "adder cells",
  "setup_violations": 0,
  "die.size.y_um": 224,
  "netlist_instances": 901,
  "wire_per_inst_um": 16.3,
  "finalWirelength_um": 26700,
  "grt_overflow_total": 0,
  "fin_crit_ns": 6.85,
  "lay_top_cells": "clkdlybuf4s50_1, ha_1, inv_1, nor2_1, xnor2_1",
  "max_freq_mhz": 146,
  "cp_data_arrival_time_ns": 7.06,
  "cts_tree": "done",
  "avgSynthCellArea_um2": 8.63,
  "drv_cap": 0,
  "initialDrtViolationCount": 292,
  "ctsHoldBuffers": 0,
  "area_delta_synth_final_pct": 35.7,
  "synth_seq_share_pct": 15.1,
  "finalCritPeriodShare_pct": 67.8,
  "root_buffer": "clkbuf_16",
  "core_area_um2": 41000,
  "grt_usage_pct": 10.4,
  "edf_count": 13,
  "ys_types": 73,
  "max_stage_delay_ns": 0.56,
  "ys_cells": 901,
  "flop_cell": "dfxtp_1",
  "crit_type": "input pin to register",
  "ant_nets": 0,
  "rsz0062_at_grt": "no",
  "yosys.area_share.adder_pct": 28.4
}
worst register-to-register path, delay by kind of cell (launching register included):
kind | cells | cell delay (ns)
flip-flops | 1 | 0.84
AND-OR/OR-AND | 10 | 2.29
XOR/XNOR | 2 | 0.40
AND/OR/NAND/NOR | 3 | 0.36
adder cells (fa/ha/maj) | 4 | 1.22
multiplexers | 1 | 0.44
registers in the layout, summed over array words and instances (netlist names):
name / count
visible_counterY: 12
hsync: 1
state: 1
counterY: 12
vsync: 1
counterX: 12
de: 1
visible_counterX: 12
cell families after synthesis:
group | after synthesis
compound gates | 217
mux | 34
xor+xnor | 106
simple gates | 242
flops | 52
buf+inv | 77
fa+ha+maj | 173
power breakdown:
| group | switching, mW | total (mW) | internal, mW |
|---|---|---|---|
| Sequential | 0.0833 | 0.374 | 0.291 |
| Clock | 0.0896 | 0.181 | 0.0915 |
| Combinational | 0.528 | 1.10 | 0.573 |
| Total | 0.701 | 1.66 | 0.955 |
cell usage after synthesis (3+ instances only):
cell         n
a2111oi_0    3
a211o_1      4
a211oi_1    10
a21o_1      38
a21oi_1     53
a311oi_1     7
a31oi_1      6
and2_1       4
and3_1       4
and4_1       5
buf_2        4
buf_6        3
dfxtp_1     39
edfxtp_1    13
fa_1         6
ha_1       167
inv_1       68
mux2_2      12
mux2i_1     21
nand2_1     35
nand2b_1    11
nand3_1     19
nand4_1     18
nor2_1      62
nor2_2       9
nor2b_1     24
nor3_1      23
nor3b_1      3
nor4_1       5
o211ai_1     8
o21a_1      10
o21ai_0     38
o21ai_1      3
o21bai_1     5
o31ai_1      5
or2_2        3
or3_1        7
xnor2_1     53
xor2_1      50
routing by layer:
metal / GRT usage (%) / share of wire, % / vias up
li1: - / - / 3715
met5: 0 / 0.086 / -
met1: 14.3 / 48 / 3262
met2: 15.9 / 42 / 236
met3: 3.99 / 9.9 / 19
met4: 0.570 / 0.70 / 4
worst paths after layout:
check | from | endpoint | slack [ns] | depth (start not counted)
worst max-delay path | videoMode[270] | de$_DFF_P_ | 3.25 | 20
worst min-delay path | counterX[0]$_SDFF_PP0_ | counterX[0]$_SDFF_PP0_ | 0.58 | 1
worst max register to register | state$_DFFE_PP_ | de$_DFF_P_ | 4.44 | 20
worst min register to register | counterX[0]$_SDFF_PP0_ | counterX[0]$_SDFF_PP0_ | 0.58 | 1
through the flow:
step           utilization [%]  instance area, um2  hold WS (ns)
2_1_floorplan                -                7780         0.463
3_3_place_gp              25.4               10400         0.558
3_5_place_dp              25.4               10400         0.570
4_1_cts                   25.7               10600         0.585
5_1_grt                   25.7               10600         0.657
6_report                  25.7               10600         0.583
final cells by class:
class                           count  area (um2)  area share (%)
Clock inverter                      3        18.8           0.178
Inverter                           69         259            2.45
Clock buffer                        5         125            1.19
Multi-Input combinational cell    772        6290            59.6
Sequential cell                    52        1170            11.1
Timing Repair Buffer              203        2020            19.1
Tap cell                          532         666            6.31
No activity file was given, so power comes from the tool's default toggle rates.
